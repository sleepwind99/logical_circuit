$ cat /design/flow/run.sh
#!/bin/bash
# OpenROAD 26Q1-2900-gdf79404cd8, Yosys 0.63+post, stock flow scripts
make -C /OpenROAD-flow-scripts/flow DESIGN_CONFIG=/design/flow/config.mk WORK_HOME=/design/flow/orfs finish
$ cat /design/flow/config.mk
export PLATFORM = sky130hd
export DESIGN_NAME = Memory
export DESIGN_NICKNAME = Memory
export VERILOG_FILES = /design/flow/design.v
export SDC_FILE = /design/flow/constraint.sdc
export NUM_CORES = 4
export LEC_CHECK = 1
export CORE_UTILIZATION = 50
$ cat /design/flow/design.v
`timescale 1ns/1ps
module Memory(
  input [15:0] addrs_bus,
  input request,
  input rw,  
  output reg wait_,
  input [15:0] data_bus_write,
  output [15:0] data_bus_read
);
  reg [7:0] mem[0:255];
  integer i;
  initial begin
    wait_ = 1;
    for  (i=0;i!=256;i=i+1) mem[i] = 0;  
    mem[0] = 8'b00000000;  
    mem[1] = 8'b10000000;  
    mem[2] = 8'b10000000;  
    mem[3] = 8'b10000010;  
    mem[4] = 8'b11000000;  
    mem[5] = 8'b00001000;  
    mem[8] = 8'b01000000;  
    mem[9] = 8'b10000100;  
    mem[8'b10000000] = 8'hab;
    mem[8'b10000001] = 8'hcd;
    mem[8'b10000010] = 8'h00;
    mem[8'b10000011] = 8'h01;
    mem[8'b10000100] = 8'h00;
    mem[8'b10000101] = 8'h00;
  end
  assign data_bus_read[15:8] = (rw) ? mem[addrs_bus[7:0]] : 'bz;
  assign data_bus_read[7:0] = (rw) ? mem[addrs_bus[7:0]+1] : 'bz;
  always @ ( request or rw or data_bus_write ) begin
    if ( request ) begin
      if ( ~rw ) begin
        mem[addrs_bus] = data_bus_write[15:8];
        mem[addrs_bus+1] = data_bus_write[7:0];
      end
      wait_ = 0;
    end
    else wait_ = 1;
  end
endmodule
$ cat /design/flow/constraint.sdc
current_design Memory

set clk_period 8.4
set clk_io_pct 0.2

create_clock -name clk0 -period $clk_period

set non_clock_inputs [all_inputs -no_clocks]
set_input_delay [expr $clk_period * $clk_io_pct] -clock clk0 $non_clock_inputs
set_output_delay [expr $clk_period * $clk_io_pct] -clock clk0 [all_outputs]
==> impl_metrics.ini <==
; physical design summary
[synth]
top_area_cell = dlxtn_1
numSynthFlops = 2048
yosys.area_share.adder_pct = 0
synth-edff-count = 0
synthFlopType = dlxtn_1
avgSynthCellArea_um2 = 7.21
yosysWarnings = 2052
mux_area_share_pct = 18.3
mappedNetlistArea_mm2 = 0.102
ys_sh_xor_pct = 0.0257
ys_chip_area_mm2 = 0.102
synth.area.top_cells = dlxtn_1 30%, mux2i_1 18%, a22oi_1 12%, nand2_1 10%, o21ai_0 10%
synthAoiAreaFrac_pct = 29.0
topCombFamilyByArea = AND-OR/OR-AND gates
yosysCellCount = 14193
synth-simple-area-share_pct = 16.5
netlist_instances = 14193
top_area_share_pct = 30.0
synth_cell_types = 74
async_reset_ff_share_pct = 0

[place]
gp_congestion = 2.40
dpl_worst_slack_ps = -28.5
portBuffers = 43
dp_hpwl_um = 821000

[global_route]
grt_pass1_wl_um = 1570000
gr-total-overflow = 39237
grt_use_total_pct = 120
grt_max_degree = 66
grt_pass1_vias = 143988

[floorplanning]
die_x_um = 454
row_count = 165
ios = 51
fp_util_pct = 50.5
die_h_um = 454

[run_status]
first-error = [ERROR GRT-0116] Global routing finished with congestion. Check the congestion regions in the DRC Viewer.
outcome = aborted with a tool error
lastStage = 5_1_grt

[timing]
unclocked_regs = 2048
untimed_endpoints = 2048

[clock_network]
ctsHoldBuffers = 0
## stage by stage
step	setup TNS, ps	instances	cell area [µm²]
floorplan	0	14193	102000
global placement	-12.3	16364	110000
detailed placement	-28.5	16364	110000
CTS	0	16364	110000
## Yosys cell counts (14+ instances only)
cell	n
or4_1	16
dlxtn_1	2048
a22o_1	180
a222oi_1	59
mux2i_1	1847
buf_1	131
nand2_1	2741
o211ai_1	18
nand4_1	185
nor4_1	94
and4_1	14
a32oi_1	20
and3_1	25
nand3_1	83
a22oi_1	1594
a211oi_1	16
clkbuf_1	1122
nor2_1	665
buf_2	297
o21ai_0	2049
a21oi_1	189
a221oi_1	83
o22ai_1	145
a31oi_1	233
nor3_1	99
## kinds of logic after synthesis
group	Yosys count
buf+inv	1569
xor+xnor	3
compound gates	4671
latches	2048
mux	1863
simple gates	4039
## layer usage
layer / GRT overflow / global-route usage, %
met1: 11260 / 118
met2: 18416 / 139
met3: 5313 / 107
met4: 3553 / 108
met5: 695 / 102
## what timing repair did
action / 4_1_cts
gates resized: 2
cloned: 0
buffers inserted: 0
endpoints found under the setup margin: 2
