`flow/config.mk`:
```
export PLATFORM = sky130hd
export DESIGN_NAME = controller
export DESIGN_NICKNAME = controller
export VERILOG_FILES = /design/flow/design.v
export SDC_FILE = /design/flow/constraint.sdc
export NUM_CORES = 4
export LEC_CHECK = 1
export CORE_AREA = 10 10 83 83
export DIE_AREA = 0 0 93 93
```
`flow/constraint.sdc`:
```
current_design controller

set clk_period 2.9
set clk_io_pct 0.2

create_clock -name clk0 -period $clk_period [get_ports {clk}]

set non_clock_inputs [all_inputs -no_clocks]
set_input_delay [expr $clk_period * $clk_io_pct] -clock clk0 $non_clock_inputs
set_output_delay [expr $clk_period * $clk_io_pct] -clock clk0 [all_outputs]
```
`flow/design.v`:
```
module controller (
  input clk,
  input wait_, IR15, AC15, IR14,
  output [21:0] bus_controller
);
  wire [39:0] micro_instructions;
  wire [1:0] muxout;
  reg [3:0] state;
  reg [3:0] next_state;
  initial begin
    state=0;
  end  
  controllerROM rom(state, micro_instructions);
  always @ (posedge clk) state = next_state;
  assign bus_controller = micro_instructions[21:0];
  mux2_1 mymux1(wait_,IR15,micro_instructions[39],muxout[1]);
  mux2_1 mymux2(AC15,IR14,micro_instructions[38],muxout[0]);
  always @ (micro_instructions[37:22] or muxout)
    case(muxout)
      2'b00: next_state = micro_instructions[37:34];
      2'b01: next_state = micro_instructions[33:30];
      2'b10: next_state = micro_instructions[29:26];
      2'b11: next_state = micro_instructions[25:22];
    endcase
endmodule
module controllerROM (
  input [3:0] state,
  output reg [39:0] out
);
  always @ ( out or state ) begin
    case (state)
   4'b0000: out = 40'b0000010001000100010000000000000001000000;
   4'b0001: out = 40'b0000010001001000101000000000010000100000;
   4'b0010: out = 40'b0000110011001000100000000010000000001100;
   4'b0011: out = 40'b0000110011010001000000000000001000000000;
   4'b0100: out = 40'b0001000100010101010010000000100000000000;
   4'b0101: out = 40'b1101101001101111100000000000000000000000;
   4'b0110: out = 40'b0001100110011101110100000000010000000000;
   4'b0111: out = 40'b0010001000011101110000000010001000001100;
   4'b1000: out = 40'b0000010001000100010001010100000010000001;
   4'b1001: out = 40'b0010101010101010100100000000010100000010;
   4'b1010: out = 40'b0000010001101010100000000011000000000100;
   4'b1011: out = 40'b0011001100110011000100000000010000000000;
   4'b1100: out = 40'b0011011101110011000000000010001000001100;
   4'b1101: out = 40'b0000010001000100010001111000000010000001;
   4'b1110: out = 40'b0000011111000111110000000000000000000000;
   4'b1111: out = 40'b0000010001000100010100000000000000010000;
    endcase
  end
endmodule
module mux2_1(x,y,s,r);
  input x,y,s;
  output r;
  assign r = (x & ~s) | (y & s);
endmodule
```
`flow/run.sh`:
```
#!/bin/bash
# OpenROAD 26Q1-2900-gdf79404cd8, Yosys 0.63+post, stock flow scripts
make -C /OpenROAD-flow-scripts/flow DESIGN_CONFIG=/design/flow/config.mk WORK_HOME=/design/flow/orfs finish
```
==> flow_summary.ini <==
; flow metrics
[drt]
diodes = 0
routed_wl_um = 2390
drt_iter0_drc = 59
wl_per_cell_um = 12.2
drtPass1Iterations = 4
num_vias = 814
vias_per_cell = 4.15
ant_nets = 0
drc = 0

[cells_and_area]
area_growth_pct = 37.9
drive_above_1_share_pct = 11.1
final_area_mm2 = 0.00117
postLayoutCoreUtil_pct = 22.8
final_cells = 196

[final_timing]
timing.final.crit_share_pct = 93.1
setup_viol = 0
max_freq_ghz = 0.371
slew_violations = 0
rsz0062_at_grt = false
hold_viol_final = 0
skew_ns = 0.00610
max-slew-margin-rel_pct = 70.2
min_period_ns = 2.70
worst_slew_pin_slew_ns = 0.446
setup_tns_ns = 0

[synthesis]
common_cells = buf_4 (10), ha_1 (9), mux2i_1 (9), nand2_1 (9)
ys_sh_simple_pct = 22.7
ys_sh_adder_pct = 13.3
edf_count = 1
compound_area_share_pct = 19.9
xor_share_pct = 0
ys_ff = 4
synth_top_flop_cell = dfxtp_1
topCombFamilyByArea = simple AND/OR/NAND/NOR gates
ys_seq_share_pct = 10.6
postSynthCellCount = 106
ys_chip_area_um2 = 848
yosys-mux-area-fraction_pct = 18.9
yosysUniqueCellTypes = 39
area_leaders = ha_1 (13%), mux2i_1 (11%), buf_4 (8.8%)
largest_area_cell = ha_1
ys_warn_count = 2
async_reset_ff_share_pct = 0
yosysCellCount = 106
postSynthAreaPerCell_um2 = 8.00
top_cell = buf_4
yosysTopAreaCellShare_pct = 13.3
netlist_area_um2 = 848

[floorplan]
core_region_area_mm2 = 0.00514
fp_util_pct = 16.5
rows = 26
die_w_um = 93
die_h_um = 93
die_area_mm2 = 0.00865
pin_count = 27

[global_route]
antenna_found_initial = 0
gr-total-overflow = 0
grt_pass1_vias = 788
grt_pass1_wl_um = 3760
grt_max_degree = 18
track_usage_pct = 5.06

[cts]
cts_buffers = 3
cts_sinks = 4
clock_latency_ns = 0.22
root_buffer = clkbuf_8
h-tree-depth = 1
cts_tree = built
cts_resized = 0
hold_buffers = 0
cts_setup_buffers = 0
cts.clk_slew.worst_paths_ns = 0.04
cts_buffer_depth = 2

[place]
dp.cells = 192
numPortBuffers = 26
gp_congestion = 0.939
dpl.hpwl_um = 1880
placed_area_mm2 = 0.00112

[run_status]
status = complete, no violations

[power]
power_density_mw_per_mm2 = 1050
p_leak_nw = 0.488
power_mw = 1.23
ir_drop_mv = 0.304

[worst_setup_path]
cp_cell_sequence = inv_1 -> ha_1 -> mux2i_1 -> nor2b_1 -> clkdlybuf4s50_1
required_ns = 2.32
crit_type = flop to primary output
slowest_stage = clkdlybuf4s50_1
cp-end-kind = primary output
slowest_delay_ns = 0.51
crit_fanout = 10
startpoint_type = flop
critPathTopFamily = buffers and inverters
arrival_ns = 2.12
cp_num_buf_inv = 2

[job]
log.warning_count = 32
maxCapViolCount = 0

[min_path]
hp-start = state[0]$_DFF_P_
hold_class = flop to flop
## routing by layer
layer	global-route usage [%]	wire [µm]	vias to the layer above
li1	-	-	406
met1	6.33	1060	379
met2	8.24	1060	27
met3	1.70	220	2
met4	1.16	44	0
met5	0	0	-
## path summary, 6_finish.rpt
path                         to  slack, ns  depth (start not counted)
max          bus_controller[16]       0.20                          5
min            state[2]$_DFF_P_       0.87                          5
max reg2reg                flop       0.70                          6
min reg2reg    state[2]$_DFF_P_       0.87                          5
## worst register-to-register path: cells and delay by family, from the launching register on
family / cells / cell delay (ns)
buffers and inverters: 1 / 0.16
multiplexers: 3 / 0.75
flip-flops: 1 / 0.45
AND/OR/NAND/NOR: 1 / 0.16
adder cells (fa/ha/maj): 1 / 0.42
## cell type report
type	count	area, µm²
fill	576	3970
multi-input combinational	82	634
timing repair buffer	30	290
sequential	4	90.1
tap	70	87.6
clock buffer	4	45.0
inverter	6	22.5
## through the flow
step           setup WS [ns]  hold WS [ns]
2_1_floorplan          0.913         0.770
3_3_place_gp           0.461         0.853
3_5_place_dp           0.416         0.838
4_1_cts                0.182         0.865
5_1_grt              0.00770         0.920
6_report               0.201         0.867
## cells by family after synthesis
| kind of cell | count (synthesis) |
|---|---|
| buf+inv | 20 |
| mux | 13 |
| flops | 4 |
| simple gates | 35 |
| fa+ha+maj | 9 |
| compound gates | 25 |
## report_power, final
group	leakage (nW)	internal, mW	switching [mW]
logic	0.430	0.515	0.445
clock network	0.0228	0.0944	0.0350
registers	0.0359	0.0930	0.0511
## cells in the final DEF (no fill, tap or decap), types with 2 or more instances in the layout
cell             netlist  final
o31a_1                 2      2
nor2_1                 8      8
nor2b_1                4      4
inv_1                  6      6
buf_4                 10      4
and2_1                 3      3
clkbuf_8               0      3
mux2i_1                9      9
o211ai_1               2      2
clkdlybuf4s50_1        0     26
dfxtp_1                3      3
ha_1                   9      9
or2b_1                 2      2
nand2_1                9      9
a21oi_1                2      2
and3_1                 2      2
nand3_1                2      2
o21ai_0                8      8
Power is estimated from default activity; no workload was simulated.
