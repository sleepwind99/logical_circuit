File: flow/run.sh
#!/bin/bash
# OpenROAD 26Q1-2900-gdf79404cd8, Yosys 0.63+post, stock flow scripts
make -C /OpenROAD-flow-scripts/flow DESIGN_CONFIG=/design/flow/config.mk WORK_HOME=/design/flow/orfs finish
File: flow/constraint.sdc
current_design cla

set clk_period 2.6
set clk_io_pct 0.2

create_clock -name clk0 -period $clk_period

set non_clock_inputs [all_inputs -no_clocks]
set_input_delay [expr $clk_period * $clk_io_pct] -clock clk0 $non_clock_inputs
set_output_delay [expr $clk_period * $clk_io_pct] -clock clk0 [all_outputs]
File: flow/config.mk
export PLATFORM = sky130hd
export DESIGN_NAME = cla
export DESIGN_NICKNAME = cla
export VERILOG_FILES = /design/flow/design.v
export SDC_FILE = /design/flow/constraint.sdc
export NUM_CORES = 4
export LEC_CHECK = 1
export CORE_AREA = 10 10 70 70
export DIE_AREA = 0 0 80 80
File: flow/design.v
`timescale 1ps/1ps
module and2gate(a,b,r);
  input a,b;
  output r;
  assign #20 r = a & b;
endmodule
`timescale 1ps/1ps
module or2gate(a,b,r);
  input a,b;
  output r;
  assign #20 r = a | b;
endmodule
`timescale 1ps/1ps
module or3gate(a,b,c,r);
  input a,b,c;
  output r;
  assign #30 r = a | b | c;
endmodule
`timescale 1ps/1ps
module and3gate(a,b,c,r);
  input a,b,c;
  output r;
  assign #30 r = a & b & c;
endmodule
module cla(a,b,s_cla,o_cla);
  input [3:0] a, b;
  output [3:0] s_cla;
  output o_cla;
  wire [3:0] c, p, g;
  wire [19:0] w;
  facl f0(a[0],b[0],0,s_cla[0],p[0],g[0]);
  and2gate and1(p[0],0,w[0]);
  or2gate or1(w[0],g[0],c[0]);
  facl f1(a[1],b[1],c[0],s_cla[1],p[1],g[1]);
  and3gate and2(c[0],p[0],p[1],w[1]);
  and2gate and3(p[1],g[0],w[2]);
  or3gate or2(w[1],w[2],g[1],c[1]);
  facl f2(a[2],b[2],c[1],s_cla[2],p[2],g[2]);
  and2gate and4(c[0],p[0],w[3]);
  and2gate and5(p[1],p[2],w[4]);
  and2gate and6(w[3],w[4],w[5]);
  and3gate and7(g[0],p[1],p[2],w[6]);
  and2gate and8(g[1],p[2],w[7]);
  or2gate or3(w[5],w[6],w[8]);
  or2gate or4(w[7],g[2],w[9]);
  or2gate or5(w[8],w[9],c[2]);
  facl f3(a[3],b[3],c[2],s_cla[3],p[3],g[3]);
  and3gate and9(c[0],p[0],p[1],w[10]);
  and2gate and10(p[2],p[3],w[11]);
  and2gate and11(g[2],p[1],w[12]);
  and2gate and12(p[2],p[3],w[13]);
  and3gate and13(g[1],p[2],p[3],w[14]);
  and2gate and14(g[2],p[3],w[15]);
  and2gate and15(w[10],w[11],w[16]);
  and2gate and16(w[12],w[13],w[17]);
  or3gate or6(w[16],w[17],w[14],w[18]);
  or2gate or7(w[15],g[3],w[19]);
  or2gate or8(w[18],w[19],c[3]);
  overflow o2(c[2],c[3],o_cla);
endmodule
`timescale 1ps/1ps
module facl(a,b,cin,s,p,g);
  input a,b,cin;
  output s,p,g;
  assign #30 p = a ^ b;
  assign #20 g = a & b;
  assign #30 s = p ^ cin;
endmodule
`timescale 1ps/1ps
module overflow(a,b,c);
  input a,b;
  output c;
  assign #30 c = a ^ b;
endmodule
==> ci_impl_report.md <==
## Implementation flow summary

| Metric | Value |
|---|---|
| Status | `completed` |
| Mapped cell area | `170 sq um` |
| Cell Count, Final, Fillers Out | `83` |
| Worst EP arrival | `2.00 ns` |
| Worst slew margin | `85.3%` |
| Post-synthesis cell count from yosys | `19` |
| Antenna cell count | `0` |
| DIE WIDTH | `80 um` |
| Largest net degree at the start of global routing | `5` |
| TNS Setup | `0 ns` |
| Dominant logic cell type in the layout | `buf_4` |
| DP Cell Count | `79` |
| Die Size | `0.00640 sq mm` |
| Hold buffers post-CTS | `0` |
| Std cell rows | `21` |
| Antenna-violating nets left | `0` |
| Worst path required time | `2.08 ns` |
| CP top delay family | `buffers and inverters` |
| CP bufs+invs | `3` |
| WL per Instance | `7.20 um` |
| DR vias/cell | `2.31` |
| Registers | `0` |
| Remaining Overflow, GRT | `0` |
| Worst Tran Pin Value | `0.218 ns` |
| Fmax achieved | `397 MHz` |
| WL final | `598 um` |
| Cell Type Count | `12` |
| Gpl congestion | `0.726` |
| Init Core Util | `4.98%` |
| Yosys chip area | `170 sq um` |
| # setup viols final | `0` |
| Worst hold path type | `in -> out` |
| Cell Pwr Density | `205 mW/mm^2` |
| Critical path capture point type | `primary output` |
| DP Area | `365 sq um` |
| Starting DRC count in detailed routing | `5` |
| Vias in the first global route | `201` |
| Max VDD drop | `0.0479 mV` |
| Mean Syn Cell Area | `8.96 sq um` |
| Die Y | `80 um` |
| Fill count | `403` |
| Reg area | `0 sq um` |
| Max incr delay on CP | `0.44 ns` |
| Worst-path maximum fanout | `4` |
| Design area | `417 sq um` |
| Share of layout cells above drive strength 1 | `56.8%` |
| Clkbuf count | `0` |
| Vias | `192` |
| Tool warnings | `32` |
| I/O pins | `13` |
| Max cap viols | `0` |
| IO buf count | `13` |
| Worst path slowest cell | `clkdlybuf4s50_1` |
| Core Footprint | `0.00342 sq mm` |
| All-Layer GR Usage | `1.75%` |
| Comb gate area | `190 sq um` |
| Lkg Pwr | `0.170 nW` |
| Post-Synthesis Cells | `19` |
| YS warnings | `2` |
| Slew Viols, Final | `0` |
| Type of the worst setup path | `in -> out` |
| Setup crit start kind | `input pin` |
| Critical-path cell list | `clkdlybuf4s50_1 > ha_4 > a21oi_2 > buf_4 > a221o_1 > dlygate4sd2_1` |
| Area growth, synth to finish | `145%` |
| Final Cycle Share | `96.9%` |
| First-pass GRT wire length | `910 um` |
| Register area share after synthesis | `0%` |
| RSZ-0062 raised after global routing | `no` |
| Initial antenna violation count | `0` |
| DR pass1 iterations | `2` |
| Minimum clock period | `2.52 ns` |
| DRC viols | `0` |
| Most numerous logic cells after layout | `9 x buf_4, 5 x clkdlybuf4s50_1, 4 x ha_4, 4 x buf_2, 3 x dlygate4sd2_1` |
| Final total power | `85.3 uW` |
| Final Hold Fails | `0` |
## where the power goes
group | leakage [nW] | internal [mW] | switching, mW
combinational | 0.170 | 0.0577 | 0.0276
clock | 0 | 0 | 0
sequential | 0 | 0 | 0
total | 0.170 | 0.0577 | 0.0276
## path summary, 6_finish.rpt
path / cells after the start / slack [ns] / startpoint / end
max: 6 / 0.08 / b[2] / o_cla
min: 3 / 1.74 / a[0] / s_cla[0]
## synthesized netlist by cell type
cell type / number / area, sq um
a31o_2: 1 / 8.76
a21oi_2: 1 / 8.76
xor2_1: 1 / 8.76
xnor2_1: 1 / 8.76
a311o_2: 1 / 11.3
nor4_1: 1 / 6.26
a21o_1: 1 / 7.51
nand2_1: 1 / 3.75
ha_1: 5 / 62.6
nor2_1: 1 / 3.75
a221o_1: 1 / 10.0
buf_4: 4 / 30.0
## per-layer routing
layer  GRT usage [%]  vias to the layer above  wire length (um)
met4               0                        0                 0
li1                -                      108                 -
met1            2.83                       71               316
met3            1.59                        0               153
met5               0                        -                 0
met2            1.52                       13               128
## stage by stage
step                      hold slack [ns]  utilization [%]  worst slack [ns]
after detailed placement             2.14             10.7            -0.585
after floorplan                      1.26                -             0.277
final                                1.74             12.2            0.0805
after global placement               2.12             10.7            -0.557
after global routing                 1.78             12.2            0.0327
after CTS                            1.75             12.1            0.0319
## final cells by class
| cell class | instances | area share, % |
|---|---|---|
| Tap cell | 46 | 13.8 |
| Timing Repair Buffer | 22 | 40.5 |
| Multi-Input combinational cell | 15 | 45.6 |
## cells by family (layout without fill, tap and decap cells)
kind of cell,Yosys count,in the layout,synth area share (%)
AND-OR/OR-AND,5,5,27.2
adder cells (fa/ha/maj),5,5,36.8
AND/OR/NAND/NOR,3,3,8.09
buffers and inverters,4,22,17.6
XOR/XNOR,2,2,10.3
## timing repair
| item | CTS | global route |
|---|---|---|
| gates resized | 26 | 2 |
| cloned | 0 | 0 |
| buffers inserted | 3 | 1 |
| setup endpoints to repair | 3 | 1 |
| pin swaps | 7 | 1 |
Power and IR drop assume default switching activity.
